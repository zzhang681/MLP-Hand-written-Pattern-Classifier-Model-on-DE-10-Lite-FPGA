## design/flow/config.mk

```make
export PLATFORM = sky130hd
export DESIGN_NAME = avalonbridge_pipe_stage_buffered
export DESIGN_NICKNAME = avalonbridge_pipe_stage_buffered
export VERILOG_FILES = /design/flow/design.v
export SDC_FILE = /design/flow/constraint.sdc
export NUM_CORES = 4
export LEC_CHECK = 1
export CORE_UTILIZATION = 50
```

## design/flow/design.v

```verilog
`timescale  1 ns / 1 ps
module avalonbridge_pipe_stage_buffered
    #(
                    parameter c_TDATA_WIDTH=128
    )
    (
                    input wire i_axis_aclk,
                    input wire i_axis_aresetn,
                    input wire i_s_axis_tvalid,
                    output wire o_s_axis_tready,
                    input wire [c_TDATA_WIDTH-1:0] i_s_axis_tdata,
                    output wire o_m_axis_tvalid,
                    input wire i_m_axis_tready,
                    output wire [c_TDATA_WIDTH-1:0] o_m_axis_tdata
);     
    reg [c_TDATA_WIDTH-1:0] data_bank_a = 0;
    reg [c_TDATA_WIDTH-1:0] data_bank_b = 0;
    reg bank_a_valid = 1'b0;
    reg bank_b_valid = 1'b0;
    reg write_bank_a_nb = 1'b1;  
    reg read_bank_a_nb = 1'b1;
    assign o_s_axis_tready = (write_bank_a_nb) ? (!bank_a_valid) : (!bank_b_valid);
    assign o_m_axis_tvalid = (read_bank_a_nb) ? (bank_a_valid) : (bank_b_valid);
    assign o_m_axis_tdata = (read_bank_a_nb) ? (data_bank_a) : (data_bank_b);
    always @(posedge i_axis_aclk)
    begin
        if(i_s_axis_tvalid & o_s_axis_tready)
        begin
            if(write_bank_a_nb)
                data_bank_a <= i_s_axis_tdata;
            else
                data_bank_b <= i_s_axis_tdata;
            write_bank_a_nb <= ~write_bank_a_nb;
        end
    end
    always @(posedge i_axis_aclk)
    begin
        if(o_m_axis_tvalid & i_m_axis_tready)
        begin
            read_bank_a_nb <= ~read_bank_a_nb;
        end
    end
    always @(posedge i_axis_aclk)
    begin
			begin
        if(i_s_axis_tvalid & o_s_axis_tready & write_bank_a_nb)
            bank_a_valid <= 1'b1;
        else if(o_m_axis_tvalid & i_m_axis_tready & read_bank_a_nb)
            bank_a_valid <= 1'b0;
        if(i_s_axis_tvalid & o_s_axis_tready & (!write_bank_a_nb))
            bank_b_valid <= 1'b1;
        else if(o_m_axis_tvalid & i_m_axis_tready & (!read_bank_a_nb))
            bank_b_valid <= 1'b0;
			end
    end
endmodule 
```

## design/flow/run.sh

```bash
#!/bin/bash
# OpenROAD 26Q1-2900-gdf79404cd8, Yosys 0.63+post, stock flow scripts
make -C /OpenROAD-flow-scripts/flow DESIGN_CONFIG=/design/flow/config.mk WORK_HOME=/design/flow/orfs finish
```

## design/flow/constraint.sdc

```tcl
current_design avalonbridge_pipe_stage_buffered

set clk_period 15.1
set clk_io_pct 0.2

create_clock -name clk0 -period $clk_period [get_ports {i_axis_aclk}]

set non_clock_inputs [all_inputs -no_clocks]
set_input_delay [expr $clk_period * $clk_io_pct] -clock clk0 $non_clock_inputs
set_output_delay [expr $clk_period * $clk_io_pct] -clock clk0 [all_outputs]
```

==> Changelog: implementation <==
### Implementation results

- Status: completed
- Die W: 142 um
- CTS buffer count: 27
- Routed Wire Length: roughly 17 mm
- Endpoints failing setup: 0
- CTS sink count: about 260
- Final period util: 0.398
- Hold Path Class: register to register
- Die Size: 20100 um^2
- Vias per Instance: about 4.8
- R2R setup slack: around 13000 ps
- DR iter-0 viols: about 200
- Crit path arrival time: around 3000 ps
- WL/cell: ~18 um
- Share of cells above drive strength 1: 0.244
- Largest buffer count on any clock path: 3
- Most common cell in the netlist: edfxtp_1
- Root buf cell: clkbuf_16
- Synth unique cells: 17
- Yosys stat area: roughly 9800 um^2
- Top cells by area: edfxtp_1 79%, mux2_4 13%, mux2_2 4.7%, buf_6 1.2%, dfxtp_1 0.41%
- Post-synth EDFFs: 258
- Post-synth top cells: 258 x edfxtp_1, 88 x mux2_4, 41 x mux2_2, 10 x buf_6, 4 x buf_2
- Async set-reset flop share out of synthesis: 0
- Seq share, synth: 0.796
- Post-CTS setup buffer count: 0
- Slew margin rel.: 0.503
- Fin worst setup slack: ~9100 ps
- Fmax: between 150 and 200 MHz
- Total track usage: 0.189
- # DRC: 0
- Post-layout util: 0.713
- PortBufs: ~260
- DIE HEIGHT: ~140 um
- Fin. Hold Viols: 0
- PD cells: between 100 and 150 nW/um^2
- Nature of the critical path startpoint: register
- Yosys cell count: ~420
- Post-route minimum period: approximately 6000 ps
- CTS Hold Buffers Added: 0
- Logic area: roughly 1900 um^2
- Initial antenna violation count: 4
- Hold path cells: 1
- Fill count: between 1000 and 1500
- Post-CTS sizing: 0
- Count of pins over their slew limit: 0
- Lkg Pwr: between 4 and 5 nW
- First-pass GRT wire length: between 20 and 30 mm
- Yosys warning tally: 1
- Latency at later pin: around 510 ps
- P&R area growth vs syn: 38.0%
- DR pass1 iterations: 4
- OpenROAD warning count: 27
- Maxcap violations: 0
- Pre-CTS WS: roughly 9600 ps
- Init Core Util: 0.516
- Vias in the first global route: 4796
- CP max FO: about 42
- Ports: about 260
- CTS H-tree lvls: 1
- Post-route cell area: about 14000 um^2
- Num rows: approximately 50
- Worst reg-to-reg path cell count: 4
- Top FF cell, synth: edfxtp_1
- Post-synth top area share: 0.792
- Post-route ant nets: 0
- CP required: 12080 ps
- Cell Area, Placed: roughly 13000 um^2
- Max IR drop VDD: 0.0911 mV
- TritonCTS clock tree: done
- Syn avg cell area: between 20 and 25 um^2
- Mapped Area: a little under 10000 um^2
- Synthesized registers: approximately 260
- Sum Neg Setup Slack: 0 ps
- RSZ-0062 raised after global routing: no
- Post-DP HPWL: 11.1 mm
- GRT overflow: 0
- Crit end category: output pin
- Via Count: 4741
- Pin count of the biggest net entering global routing: about 50
- GPL Wtd Cong: ~0.79
- FF+latch area: 7790 um^2
- Post-Syn Instances: around 420
- Placeable Area: 19000 um^2
- Layout Skew: about 8.4 ps
- Clock slew at reported path FFs: about 60 ps
- Worst-Margin Slew: between 700 and 800 ps
- Worst setup path category: register to output pin
- Synth area leader: edfxtp_1
- Hold slack: about 530 ps
==> path summary, 6_finish.rpt <==
check	start	endpoint
min reg2reg	bank_b_valid$_SDFFE_PP1P_	bank_b_valid$_SDFFE_PP1P_
max reg2reg	read_bank_a_nb$_DFFE_PP_	read_bank_a_nb$_DFFE_PP_
min	bank_b_valid$_SDFFE_PP1P_	bank_b_valid$_SDFFE_PP1P_
max	read_bank_a_nb$_DFFE_PP_	o_m_axis_tdata[121]
==> worst max-delay path, cell delays in order (launching register included) <==
cell	delay, ps
edfxtp_1	360
buf_4	610
buf_4	620
mux2_2	410
clkdlybuf4s50_1	450
==> sequential cells by signal, indices dropped and copies added (netlist names) <==
register         flops
write_bank_a_nb      1
bank_a_valid         1
data_bank_b        128
data_bank_a        128
bank_b_valid         1
read_bank_a_nb       1
==> per-layer routing <==
metal	GRT usage	wire length, um	vias to the layer above
li1	-	-	2237
met1	0.297	6550	2282
met2	0.282	8300	180
met3	0.0708	1780	40
met4	0.0566	581	2
met5	0	13	-
==> final cells by class <==
type / instances / area share
sequential: 260 / 0.576
timing repair buffer: 270 / 0.198
multi-input combinational: 139 / 0.138
clock buffer: 32 / 0.0514
tap: 260 / 0.0241
clock inverter: 17 / 0.0112
inverter: 2 / 0.000556
antenna: 3 / 0.000556
==> report_power, final <==
part           total, W  switching [W]  internal, W
logic          0.000417       0.000145     0.000272
clock network  0.000623       0.000247     0.000376
registers      0.000928      0.0000224     0.000906
==> cells by family after synthesis <==
group | Yosys count | share of synthesized area
AND-OR/OR-AND | 3 | 0.00192
buffers and inverters | 17 | 0.0159
flip-flops | 260 | 0.796
multiplexers | 130 | 0.183
AND/OR/NAND/NOR | 6 | 0.00345
==> through the flow <==
stage,cells,power [W]
floorplan,416,0.00116
global placement,931,0.00136
detailed placement,931,0.00137
CTS,980,0.00200
global route,982,0.00205
finish,983,0.00197
==> layout by cell type (no fill, tap or decap), drive strengths merged <==
| cell | n |
|---|---|
| clkdlybuf4s50 | 260 |
| edfxtp | 258 |
| mux2 | 129 |
| clkbuf | 32 |
| clkinv | 13 |
| buf | 10 |
| diode | 3 |
| bufinv | 3 |
| and2 | 2 |
| inv | 2 |
| dfxtp | 2 |
| mux2i | 1 |
| nand2 | 1 |
| nor2 | 1 |
| nor3b | 1 |
| a21oi | 1 |
| a31oi | 1 |
| nand2b | 1 |
| a21o | 1 |
| clkinvlp | 1 |
Power and IR drop assume default switching activity.
