**./design.v**
```verilog
module simple_mlp #(
        parameter INTERFACE_WIDTH_BITS  = 128,
        parameter NUM_BUFFER_ENTRIES    = 64,
        parameter INTERFACE_ADDR_BITS   = 26 
    )(
	input 									clk,
	input 									reset,
	input [INTERFACE_WIDTH_BITS-1:0] data,
	input										ack,
	input	[15:0]							in,
	output [15:0]					out
);
logic [31:0] w1, w2;
logic	[7:0]	h1, h2, o1, o2;
logic [2:0] cs, ns;
parameter IDLE = 3'b000;
parameter OUT = 3'b001;
assign w1 = data[31:0];
assign w2 = data[63:32];
assign out = {o2, o1};
always @(posedge clk) begin
	if(!reset) cs <= IDLE;
	else cs <= ns;
end
always_comb begin
	ns = cs;
	case(cs)
		IDLE: begin
			if(ack) ns = OUT;
			else ns = IDLE;
		end
		OUT: ns = IDLE;
	endcase
end
always @(*) begin
	h1 = 0;
	h2 = 0;
	case(cs)
		OUT: begin
			h1 = in[7:0] * w1[7:0] + in[15:8] * w1[15:8];
			h2 = in[7:0] * w1[23:16] + in[15:8] * w1[31:24];
			o1 = h1 * w2[7:0] + h2 * w2[15:8];
			o2 = h1 * w2[23:16] + h2 * w2[31:24];
		end
	endcase
end
endmodule
```
**./run.sh**
```bash
#!/bin/bash
# OpenROAD 26Q1-2900-gdf79404cd8, Yosys 0.63+post, stock flow scripts
make -C /OpenROAD-flow-scripts/flow DESIGN_CONFIG=/design/flow/config.mk WORK_HOME=/design/flow/orfs finish
```
**./config.mk**
```make
export PLATFORM = sky130hd
export DESIGN_NAME = simple_mlp
export DESIGN_NICKNAME = simple_mlp
export VERILOG_FILES = /design/flow/design.v
export SDC_FILE = /design/flow/constraint.sdc
export NUM_CORES = 4
export LEC_CHECK = 1
export CORE_UTILIZATION = 50
```
**./constraint.sdc**
```tcl
current_design simple_mlp

set clk_period 1.1
set clk_io_pct 0.2

create_clock -name clk0 -period $clk_period [get_ports {clk}]

set non_clock_inputs [all_inputs -no_clocks]
set_input_delay [expr $clk_period * $clk_io_pct] -clock clk0 $non_clock_inputs
set_output_delay [expr $clk_period * $clk_io_pct] -clock clk0 [all_outputs]
```
==> flow_summary.json <==
{
  "fin_ws_ps": 402.7,
  "rsz0062_at_grt": "no",
  "grt_pass1_vias": 5880,
  "cts_setup_buffers": 0,
  "layout_top_cells": "159 x inv_1, 158 x and2_1, 140 x ha_1",
  "unclocked_pins": 16,
  "yosysWarnings": 1,
  "port-buffer-count": 98,
  "drv_cap": 0,
  "crit_type": "in -> reg",
  "reg2reg_depth": 1,
  "worstPathCellList": "clkdlybuf4s50_1, and3_1",
  "cpPeakStageDelay_ps": 420,
  "antenna_found_initial": 0,
  "drt_wl_total_um": 18030,
  "fp_util": 0.5109,
  "clock-root-buffer": "clkbuf_16",
  "pre_cts_slack_ps": 175.3,
  "stdcell_count": 1194,
  "min_delay_path_depth": 1,
  "ant_nets": 0,
  "clockBufferDepth": 2,
  "dieWidth_um": 129.4,
  "setup_viol": 0,
  "reg2reg_from": "cs[1]$_DFF_P_",
  "netlist_instances": 890,
  "syn_to_final_growth_pct": 15.82,
  "hold_path.class": "reg -> reg",
  "num_antenna_cells": 0,
  "crit_cells": 2,
  "syn_area_um2": 8115,
  "maxSlewHeadroom": 0.4551,
  "tns_ps": 0,
  "drv_slew": 0,
  "synth-area-yosys_um2": 8115,
  "fillers": 1365,
  "drive_gt1_frac": 0.005112,
  "holdBufCountCts": 0,
  "ioPinCount": 163,
  "via_count": 5697,
  "worst_path_max_delay_cell": "clkdlybuf4s50_1",
  "overflow": 0,
  "dp.cells": 1191,
  "worstMarginPinSlew_ps": 811.5,
  "ys_cells": 890,
  "core_area_um2": 15890,
  "globalplace.congestion": 0.8637,
  "run_status": "finished, final reports clean",
  "chipArea_um2": 16740,
  "crit_start": "ack",
  "ys_seq_elements": 18,
  "period_used_share": 0.6339,
  "fin_hold_ws_ps": 466.2,
  "rows": 46,
  "h-tree-depth": 1,
  "grt_pass1_wl_um": 29840,
  "hold_viol": 0,
  "synth.distinct_cells": 25,
  "crit_arrival_ps": 800,
  "finalClockSkew_ps": 1.584,
  "cts_buffers": 3,
  "cts-resized-gates": 0,
  "cp_max_fo": 2,
  "worstSetupEndpoint": "cs[1]$_DFF_P_",
  "dp_hpwl_um": 15630,
  "fp.dieH_um": 129.4,
  "path_buffers": 1,
  "cts.clk_slew.worst_paths_ps": 30,
  "avgSynthCellArea_um2": 9.118,
  "vias_per_cell": 4.771,
  "wl_per_cell_um": 15.10,
  "grt_max_degree": 17,
  "clock_latency_ps": 220,
  "r2r_end": "cs[0]$_DFF_P_",
  "fin_util": 0.5917,
  "drc": 0,
  "grt_use_total": 0.2443,
  "warning_count": 89,
  "end_kind": "flip-flop",
  "drtPass1Iterations": 4,
  "critPathTopFamily": "buffers and inverters",
  "drt_iter0_drc": 192,
  "cts_tree": "built",
  "r2r_slack_ps": 530,
  "min_period_ps": 697.3,
  "untimed_endpoints": 32,
  "lay_top_count": "inv_1",
  "max_freq_ghz": 1.434,
  "cp_data_required_time_ps": 1210,
  "startpoint_type": "input port"
}
[kinds of logic after synthesis]
family,Yosys count,synth area share
XOR/XNOR,114,0.1505
AND/OR/NAND/NOR,298,0.1960
buffers and inverters,174,0.08063
latches,16,0.02960
flip-flops,2,0.004934
adder cells (fa/ha/maj),264,0.5217
AND-OR/OR-AND,22,0.01665
[layer usage]
layer	global-route usage	vias to the layer above	wire length (µm)
met1	0.4199	2714	9335
met2	0.3536	113	7753
met3	0.04920	0	944
li1	-	2870	-
met5	0	-	0
met4	0.001384	0	0
[metrics by stage]
| step | area [µm²] |
|---|---|
| 2_1_floorplan | 8115 |
| 3_3_place_gp | 9324 |
| 3_5_place_dp | 9324 |
| 4_1_cts | 9399 |
| 5_1_grt | 9399 |
| 6_report | 9399 |
[synthesized netlist by cell type]
| cell type | n | area [µm²] |
|---|---|---|
| inv_1 | 159 | 596.8 |
| and2_1 | 158 | 988.5 |
| ha_1 | 140 | 1752 |
| fa_1 | 124 | 2482 |
| nand2_1 | 100 | 375.4 |
| xnor2_1 | 81 | 709.4 |
| xor2_1 | 17 | 148.9 |
| dlxtp_1 | 16 | 240.2 |
| nor2b_1 | 15 | 93.84 |
| clkbuf_1 | 14 | 52.55 |
| xnor3_1 | 14 | 315.3 |
| a21oi_1 | 10 | 50.05 |
| nor2_1 | 8 | 30.03 |
| and3_1 | 5 | 31.28 |
| nand2b_1 | 5 | 31.28 |
| a21o_1 | 4 | 30.03 |
| nand3_1 | 4 | 20.02 |
| o21bai_1 | 4 | 30.03 |
| dfxtp_1 | 2 | 40.04 |
| o21a_1 | 2 | 15.01 |
| o21ai_0 | 2 | 10.01 |
| or3_1 | 2 | 12.51 |
| xor3_1 | 2 | 47.55 |
| buf_2 | 1 | 5.000 |
| nand3b_1 | 1 | 7.510 |
[layout make-up]
| class | count | area, µm² | share of cell area |
|---|---|---|---|
| Multi-Input combinational cell | 698 | 7181 | 0.7640 |
| Timing Repair Buffer | 100 | 996.0 | 0.1060 |
| Inverter | 159 | 596.8 | 0.06350 |
| Sequential cell | 18 | 280.3 | 0.02982 |
| Tap cell | 216 | 270.3 | 0.02875 |
| Clock buffer | 3 | 75.07 | 0.007987 |
[registers in the layout, indices dropped and copies added, names as in the netlist]
register and count:
o1 8, cs 2, o2 8
[worst min-delay path by stage]
stage	from	endpoint	slack, ps
4_1_cts	cs[1]$_DFF_P_	cs[0]$_DFF_P_	470
5_1_grt	cs[0]$_DFF_P_	cs[1]$_DFF_P_	490
6_report	cs[1]$_DFF_P_	cs[0]$_DFF_P_	470
