**flow/run.sh**
```bash
#!/bin/bash
# OpenROAD 26Q1-2900-gdf79404cd8, Yosys 0.63+post, stock flow scripts
make -C /OpenROAD-flow-scripts/flow DESIGN_CONFIG=/design/flow/config.mk WORK_HOME=/design/flow/orfs finish
```
**flow/design.v**
```verilog
`timescale 1ns / 1ps
module display_output(in1,in2,in3,in4,seg1,seg2,seg3,seg4,seg5,seg6,ledr);
input [7:0] in1,in2, in3, in4;
wire [3:0] in1_l4, in1_h4,in2_l4,in2_h4,in3_l4,in3_h4;
output reg [7:0] seg1,seg2,seg3,seg4,seg5,seg6;
output wire [7:0] ledr;
	assign in1_l4=in1[3:0];
	assign in1_h4=in1[7:4];
	assign in2_l4=in2[3:0];
	assign in2_h4=in2[7:4];
	assign in3_l4=in3[3:0];
	assign in3_h4=in3[7:4];
	assign ledr=in4[7:0];
		always@(*)
		begin 
			case(in1_l4)
			4'b0000: seg1=8'b11000000; 
			4'b0001: seg1=8'b11111001; 
			4'b0010: seg1=8'b10100100; 
			4'b0011: seg1=8'b10110000; 
			4'b0100: seg1=8'b10011001; 
			4'b0101: seg1=8'b10010010; 
			4'b0110: seg1=8'b10000010; 
			4'b0111: seg1=8'b11111000; 
			4'b1000: seg1=8'b10000000; 
			4'b1001: seg1=8'b10010000; 
			4'b1010: seg1=8'b10001000; 
			4'b1011: seg1=8'b10000011; 
			4'b1100: seg1=8'b11000110; 
			4'b1101: seg1=8'b10100001; 
			4'b1110: seg1=8'b10000110; 
			4'b1111: seg1=8'b10001110; 
			default: seg1=8'b11000000; 
			endcase
			case(in1_h4)
			4'b0000: seg2=8'b11000000; 
			4'b0001: seg2=8'b11111001; 
			4'b0010: seg2=8'b10100100; 
			4'b0011: seg2=8'b10110000; 
			4'b0100: seg2=8'b10011001; 
			4'b0101: seg2=8'b10010010; 
			4'b0110: seg2=8'b10000010; 
			4'b0111: seg2=8'b11111000; 
			4'b1000: seg2=8'b10000000; 
			4'b1001: seg2=8'b10010000; 
			4'b1010: seg2=8'b10001000; 
			4'b1011: seg2=8'b10000011; 
			4'b1100: seg2=8'b11000110; 
			4'b1101: seg2=8'b10100001; 
			4'b1110: seg2=8'b10000110; 
			4'b1111: seg2=8'b10001110; 
			default: seg2=8'b11000000; 
			endcase
			case(in2_l4)
			4'b0000: seg3=8'b11000000; 
			4'b0001: seg3=8'b11111001; 
			4'b0010: seg3=8'b10100100; 
			4'b0011: seg3=8'b10110000; 
			4'b0100: seg3=8'b10011001; 
			4'b0101: seg3=8'b10010010; 
			4'b0110: seg3=8'b10000010; 
			4'b0111: seg3=8'b11111000; 
			4'b1000: seg3=8'b10000000; 
			4'b1001: seg3=8'b10010000; 
			4'b1010: seg3=8'b10001000; 
			4'b1011: seg3=8'b10000011; 
			4'b1100: seg3=8'b11000110; 
			4'b1101: seg3=8'b10100001; 
			4'b1110: seg3=8'b10000110; 
			4'b1111: seg3=8'b10001110; 
			default: seg3=8'b11000000; 
			endcase
			case(in2_h4)
			4'b0000: seg4=8'b11000000; 
			4'b0001: seg4=8'b11111001; 
			4'b0010: seg4=8'b10100100; 
			4'b0011: seg4=8'b10110000; 
			4'b0100: seg4=8'b10011001; 
			4'b0101: seg4=8'b10010010; 
			4'b0110: seg4=8'b10000010; 
			4'b0111: seg4=8'b11111000; 
			4'b1000: seg4=8'b10000000; 
			4'b1001: seg4=8'b10010000; 
			4'b1010: seg4=8'b10001000; 
			4'b1011: seg4=8'b10000011; 
			4'b1100: seg4=8'b11000110; 
			4'b1101: seg4=8'b10100001; 
			4'b1110: seg4=8'b10000110; 
			4'b1111: seg4=8'b10001110; 
			default: seg4=8'b11000000; 
			endcase
			case(in3_l4)
			4'b0000: seg5=8'b11000000; 
			4'b0001: seg5=8'b11111001; 
			4'b0010: seg5=8'b10100100; 
			4'b0011: seg5=8'b10110000; 
			4'b0100: seg5=8'b10011001; 
			4'b0101: seg5=8'b10010010; 
			4'b0110: seg5=8'b10000010; 
			4'b0111: seg5=8'b11111000; 
			4'b1000: seg5=8'b10000000; 
			4'b1001: seg5=8'b10010000; 
			4'b1010: seg5=8'b10001000; 
			4'b1011: seg5=8'b10000011; 
			4'b1100: seg5=8'b11000110; 
			4'b1101: seg5=8'b10100001; 
			4'b1110: seg5=8'b10000110; 
			4'b1111: seg5=8'b10001110; 
			default: seg5=8'b11000000; 
			endcase
			case(in3_h4)
			4'b0000: seg6=8'b11000000; 
			4'b0001: seg6=8'b11111001; 
			4'b0010: seg6=8'b10100100; 
			4'b0011: seg6=8'b10110000; 
			4'b0100: seg6=8'b10011001; 
			4'b0101: seg6=8'b10010010; 
			4'b0110: seg6=8'b10000010; 
			4'b0111: seg6=8'b11111000; 
			4'b1000: seg6=8'b10000000; 
			4'b1001: seg6=8'b10010000; 
			4'b1010: seg6=8'b10001000; 
			4'b1011: seg6=8'b10000011; 
			4'b1100: seg6=8'b11000110; 
			4'b1101: seg6=8'b10100001; 
			4'b1110: seg6=8'b10000110; 
			4'b1111: seg6=8'b10001110; 
			default: seg6=8'b11000000; 
			endcase
		end
endmodule
```
**flow/constraint.sdc**
```tcl
current_design display_output

set clk_period 1.6
set clk_io_pct 0.2

create_clock -name clk0 -period $clk_period

set non_clock_inputs [all_inputs -no_clocks]
set_input_delay [expr $clk_period * $clk_io_pct] -clock clk0 $non_clock_inputs
set_output_delay [expr $clk_period * $clk_io_pct] -clock clk0 [all_outputs]
```
**flow/config.mk**
```make
export PLATFORM = sky130hd
export DESIGN_NAME = display_output
export DESIGN_NICKNAME = display_output
export VERILOG_FILES = /design/flow/design.v
export SDC_FILE = /design/flow/constraint.sdc
export NUM_CORES = 4
export LEC_CHECK = 1
export CORE_AREA = 10 10 104 104
export DIE_AREA = 0 0 114 114
```
==> flow report <==
DETAILED ROUTING
----------------------------------------------------------------------------------
Vias post-DR                                                                  1941
Total wire length                                                         5.832 mm
Via density                                                                  4.313
Initial drt markers                                                             24
Routed wire length on met2                                                2.829 mm
Routed length on met3                                                  273 microns
Total routed wire length on the met1 layer                                2.729 mm
First-pass detailed-route iteration total                                        4
Highest Signal Layer                                                          met3
DRC Markers                                                                      0
Average wire per standard cell                                        12.96 microns
Inserted Diodes                                                                  0
Remaining antenna violation count                                                0

FLOORPLANNING
----------------------------------------------------------------------------------
DIE HEIGHT                                                             114 microns
Core outline area                                                       8678 sq um
I/O pin cnt                                                                     88
Cell Rows                                                                       34
Die x size                                                             114 microns
Starting density of the core                                                19.90%
Die ar.                                                                13000 sq um

GRT
----------------------------------------------------------------------------------
Via count of the first global-routing pass                                    2111
Number of antenna violations at the first check in global routing                0
Wire length of the first global-routing pass                              10.05 mm
Overall Global Routing Usage                                                8.661%
GR Overflow Total                                                                0
Pin count of the biggest net entering global routing                            10

HOLD PATH
----------------------------------------------------------------------------------
Type of the most critical hold path                                      in -> out

CRITICAL PATH
----------------------------------------------------------------------------------
Cell with the largest stage delay on the worst path                         mux4_2
Start-to-end type of the worst setup path                                in -> out
Kind of capture point of the worst setup path                           output pin
Delay of the slowest critical-path stage                                   0.43 ns
Kind of launch point of the worst setup path                             input pin
Buffers & Inverters on Critical Path                                             5
Top fanout value on the critical path                                            3
Crit path cell chain                                                  buf_8, inv_4, buf_6, ha_4, inv_2, mux4_2, buf_2
Arrival time of data at the critical path endpoint                         1.38 ns
Req. time, crit path                                                       1.28 ns
Top delay family on crit path                                         multiplexers

FINAL TIMING
----------------------------------------------------------------------------------
Final Cycle Share                                                           106.5%
Final hold violations                                                            0
Fmax                                                                     586.8 MHz
Total Neg Setup Slack                                                   -0.4000 ns
Setup Viol. Count Final                                                          9
Fin. max-slew vios                                                               0
RSZ-0062 raised after global routing                                          true
Worst Slack Setup Final                                                 -0.1042 ns
Post-layout min period                                                    1.704 ns

YOSYS
----------------------------------------------------------------------------------
Number of instances in the synthesized netlist                                 204
Portion of the post-synthesis area used by sequential elements                  0%
Largest area contributor in the netlist                                       ha_1
Mean post-synth cell area                                              8.464 sq um
Top cell type's share of synthesized area                                   30.43%
Yosys cell count                                                               204
Number of different library cells in the post-synthesis netlist                 26
Mapped cell area                                                        1727 sq um
Cells taking the most area after synthesis                            ha_1 30%, mux2i_1 11%, buf_4 7.0%
Number of warning messages in the yosys log                                      1
Yosys-reported design area after synthesis                              1727 sq um

FINAL LAYOUT
----------------------------------------------------------------------------------
Clock buffer count                                                               0
Share of final-layout standard cells stronger than drive strength 1         72.22%
Filler Cell Count                                                              777
Storage cell area                                                          0 sq um
Signed area change from the synthesized netlist to the final layout         114.1%
Final non-filler cell area                                              3697 sq um
Multi-input gate area in the final layout                               2042 sq um
Number of flip-flops and latches                                                 0

PLACE
----------------------------------------------------------------------------------
I/O Buffers                                                                     66
Detailed-placement wirelength estimate                                    4.148 mm
Standard cell area after detailed placement                             2834 sq um
RePlAce Congestion                                                          0.8634

POWER AND IR DROP
----------------------------------------------------------------------------------
PD cells                                                              242.6 nW/um^2
Static power due to leakage                                            0.001707 uW
IR Drop Worst-Case VDD                                                 0.0001201 V

FLOW RUN
----------------------------------------------------------------------------------
Max capacitance violation total                                                  0
Number of warning messages in the logs                                          70

STATUS
----------------------------------------------------------------------------------
Violations in the final reports                                       negative setup slack
Status                                                                finished, violations left

CLOCKING
----------------------------------------------------------------------------------
Hold_buf cts                                                                     0

-- power breakdown --
part | internal [uW] | switching, uW | total, uW
Sequential | 0 | 0 | 0
Clock | 0 | 0 | 0
Combinational | 533 | 363 | 897
-- cell usage after synthesis --
cell	n
nor2_1	19
mux2i_1	19
mux2_1	3
buf_4	16
nor2_2	3
o21ai_1	8
nand2_1	3
a21oi_1	3
nand2b_1	2
o21ai_0	6
mux4_1	3
a22o_1	10
and2_1	4
buf_2	6
mux4_2	3
o31a_1	2
nor2b_1	8
a32o_1	6
buf_6	4
mux2_2	2
o22ai_1	2
conb_1	1
o31ai_1	5
ha_1	42
or3b_1	6
inv_1	18
-- per-layer routing --
| layer | global-route usage [%] | vias up |
|---|---|---|
| met4 | 0 | 0 |
| met1 | 11.83 | 928 |
| li1 | - | 983 |
| met3 | 1.276 | 0 |
| met2 | 14.96 | 30 |
| met5 | 0 | - |
-- final timing paths --
check,from,endpoint,slack (ns),cells past startpoint
worst max-delay path,in1[0],seg1[3],-0.10,7
worst min-delay path,in4[0],ledr[0],0.64,0
-- cell families after synthesis --
family | synth area share (%)
and+or+nand+nor | 13.99
buffers and inverters | 15.22
AOI/OAI and AO/OA | 17.39
adders and majority gates | 30.43
muxes | 22.75
other | 0.2172
-- cell usage in the layout (no fill, tap or decap), types with 5 or more instances in the layout --
cell,count
a22o_1,10
buf_2,30
buf_4,56
buf_6,32
buf_8,13
clkbuf_2,10
clkdlybuf4s15_1,6
conb_1,6
dlygate4sd2_1,8
ha_1,7
ha_4,32
inv_2,6
inv_8,8
mux2i_1,16
mux4_2,6
nor2_1,13
nor2_2,7
nor2b_2,5
o21ai_1,7
or3b_1,5
-- per-stage QoR --
| stage | setup WS, ns | cells | util, % | hold slack [ns] | power (uW) |
|---|---|---|---|---|---|
| 5_1_grt | -0.1513 | 450 | 42.60 | 0.6400 | 984.7 |
| 6_report | -0.1042 | 450 | 42.60 | 0.6400 | 896.9 |
| 4_1_cts | -0.1034 | 447 | 41.75 | 0.6400 | 860.2 |
| 3_3_place_gp | -0.8818 | 422 | 32.66 | 0.6400 | 699.9 |
| 2_1_floorplan | 0.1687 | 209 | - | 0.6739 | 287.0 |
| 3_5_place_dp | -0.9040 | 422 | 32.66 | 0.6400 | 703.0 |
-- layout make-up --
| type | instances | share of cell area, % |
|---|---|---|
| Tap cell | 108 | 3.655 |
| Inverter | 18 | 3.858 |
| Timing Repair Buffer | 159 | 37.26 |
| Multi-Input combinational cell | 165 | 55.23 |
-- repair_timing --
item | in CTS | in global routing
setup buffers | 26 | 3
pin swaps | 34 | 29
gates cloned | 0 | 1
endpoints found under the setup margin | 42 | 38
resized | 384 | 45
Power figures rest on the tool's default switching activity, not on a simulated workload.
